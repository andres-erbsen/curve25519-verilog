$ cat /design/flow/run.sh
#!/bin/bash
# OpenROAD 26Q1-2900-gdf79404cd8, Yosys 0.63+post, stock flow scripts
make -C /OpenROAD-flow-scripts/flow DESIGN_CONFIG=/design/flow/config.mk WORK_HOME=/design/flow/orfs finish
$ cat /design/flow/design.v
module curve25519_mock
                 (input wire clock, start,
                  input wire [254:0] n,  
                  input wire [254:0] q,  
                  output wire done,
                  output wire [254:0] out);
    reg [15:0] count = 0;
    assign done = count == 0;
    always @(posedge clock) begin
        if (start) count <= {16{1'b1}};
        else if (count != 0) count <= count -1;
    end
    assign out = 
        (n==255'h4000000000000000000000000000000000000000000000000000000000000000
      && q==9)
          ? 255'h743bcb585f9990edc2cfc4af84f6ff300729bb5facda28154362cd47a37de52f :
        (n==255'h4002030405060708090a0b0c0d0e0f101112131415161718191a1b1c1d1e1f20
      && q==9)
          ? 255'h71850c3f2cd59eac742ceea75fc37c5de912aded47b366629169d381bb9dfba6 :
        (n==255'h4002030405060708090a0b0c0d0e0f101112131415161718191a1b1c1d1e1f20
      && q==255'h71850c3f2cd59eac742ceea75fc37c5de912aded47b366629169d381bb9dfba6)
          ? 255'h45dbaa45916a837457fdbda08bea49dbaabc29c65668ef235c7ae49a90375b54 :
      q;
endmodule
$ cat /design/flow/config.mk
export PLATFORM = sky130hd
export DESIGN_NAME = curve25519_mock
export DESIGN_NICKNAME = curve25519_mock
export VERILOG_FILES = /design/flow/design.v
export SDC_FILE = /design/flow/constraint.sdc
export NUM_CORES = 4
export LEC_CHECK = 1
export CORE_AREA = 10 10 298 298
export DIE_AREA = 0 0 308 308
$ cat /design/flow/constraint.sdc
current_design curve25519_mock

set clk_period 16.0
set clk_io_pct 0.2

create_clock -name clk0 -period $clk_period [get_ports {clock}]

set non_clock_inputs [all_inputs -no_clocks]
set_input_delay [expr $clk_period * $clk_io_pct] -clock clk0 $non_clock_inputs
set_output_delay [expr $clk_period * $clk_io_pct] -clock clk0 [all_outputs]
==> ci_impl_report.md <==
### Flow metrics

| Metric | Value |
|---|---|
| Hold WS | `0.4929 ns` |
| Synthesized area | `0.004169 mm²` |
| Dominant cell type by area after synthesis | `nor4_1` |
| FILL cells | `9302` |
| Setup slack, reg-to-reg | `13.60 ns` |
| Largest register FFs | `16` |
| Worst-path clk slew | `0.05 ns` |
| Tool warning count | `25` |
| R2R Path Start | `count[6]` |
| I/O pins | `768` |
| HP Class | `reg2reg` |
| Mean number of vias per cell | `3.673` |
| Startpoint Class | `input pin` |
| Top Layout Cells | `767 x clkdlybuf4s50_1, 129 x nor4_1, 84 x nand4_1` |
| Max Buffers Root-to-Sink | `2` |
| Critical Path End Type | `primary output` |
| Post-synthesis cell type count | `38` |
| Most frequent logic cell in the layout | `clkdlybuf4s50_1` |
| CTS buffer count | `3` |
| Yosys warning count | `1` |
| Gate Count Post-Synth | `630` |
| WL final | `74040 µm` |
| Max Cap Viol | `0` |
| Top cells by area | `nor4_1 20%, nand4_1 13%, a21o_1 12%, or2_2 11%, nand2b_1 10%` |
| Post-DP Area | `0.01316 mm²` |
| RSZ-0062 raised after global routing | `no` |
| Final cell count without fillers | `2440` |
| Die area | `0.09486 mm²` |
| Hold Path Sink | `count[2]` |
| Die Y | `308 µm` |
| First-pass GRT wire length | `92700 µm` |
| Iter 0 DRT Violations | `742` |
| Peak VDD IR | `43.04 µV` |
| Worst Path Max Fanout | `63` |
| CTS root buf | `clkbuf_16` |
| Dominant Register Cell | `dfxtp_1` |
| CORE AREA | `0.08211 mm²` |
| PD cells | `28.28 mW/mm²` |
| YS chip area | `0.004169 mm²` |
| PortBufs | `767` |
| Initial Util | `0.05077` |
| First-pass DRT Iterations | `7` |
| Rows | `105` |
| Final setup margin | `4.879 ns` |
| Initial antenna violation count | `43` |
| Area leader share | `0.2041` |
| Share of layout cells above drive strength 1 | `0.08309` |
| Yosys Instances | `630` |
| Fin area | `0.01326 mm²` |
| Final tally of setup violations | `0` |
| Clk_skew | `0.002022 ns` |
| GP Congestion | `0.9623` |
| Worst Path Required | `12.80 ns` |
| Setup Fix Bufs, Post-CTS | `0` |
| Final Slew Violations | `0` |
| Clk latency late pin | `0.24 ns` |
| Worst Hold Launch | `count[2]` |
| Async set-reset flop share out of synthesis | `0` |
| R2r endpoint | `count[3]` |
| Hpwl dp | `68850 µm` |
| Clk sinks | `16` |
| Crit path time final | `11.12 ns` |
| Setup Total Neg Slack | `0 ns` |
| GRT Residual Overflow | `0` |
| Avg WL per Cell | `30.34 µm` |
| Max_slew headroom | `0.2936` |
| Status | `finished, final reports clean` |
| Area grow syn2layout | `218.2%` |
| EDFF count, synth | `0` |
| Critical path class | `in2out` |
| Largest regs | `count x16` |
| P_leak | `4.630 nW` |
| Worst Hold Depth | `2` |
| Fmax | `89.92 MHz` |
| Post-route DRC | `0` |
| Worst Max-Slew Pin Slew | `1.050 ns` |
| Biggest register | `count` |
| Vias in the first global route | `9643` |
| CTS tree | `built` |
| Synth Seq Share | `0.07683` |
| Cycle use final | `0.6951` |
| Final Hold Fails | `0` |
| Post-synth regs | `16` |
| FF-to-FF path depth | `5` |
| Largest net degree at the start of global routing | `64` |
| GRT Overall Usage | `0.1481` |
| Die width | `308 µm` |
| DP Cell Count | `2427` |
| H-tree Lvls | `1` |
| Avg Inst Size Synth | `6.617 µm²` |
| Hold-fix buffers, CTS | `0` |
| Worst slack, placed | `4.655 ns` |
| CP Data Arrival Time | `7.92 ns` |
| Post-cts sizing count | `0` |
| Antenna-violating nets left | `0` |
| Via Count | `8963` |
==> logic make-up (layout without fill, tap and decap cells) <==
family | count (synthesis) | in the layout | synth area share
DFF | 16 | 16 | 0.07683
and+or+nand+nor | 458 | 458 | 0.6924
AOI/OAI and AO/OA | 80 | 80 | 0.1432
other | 0 | 10 | 0
buffers and inverters | 66 | 796 | 0.06512
adders and majority gates | 1 | 1 | 0.003001
xor gates and xnor gates | 8 | 8 | 0.01681
muxes | 1 | 1 | 0.002701
==> worst max path at each step <==
stage                  start  depth (start not counted)  slack [ns]  endpoint
after CTS              q[42]                         10        4.65   out[80]
after global routing   q[42]                         10        4.51   out[80]
final                 q[216]                         10        4.88   out[80]
==> report_power, final <==
| group | total, W | internal [W] | switching, W | leakage [nW] |
|---|---|---|---|---|
| registers | 0.0000408 | 0.0000406 | 0.000000271 | 0.130 |
| clock network | 0.0000479 | 0.0000328 | 0.0000151 | 0.0370 |
| logic | 0.000286 | 0.000187 | 0.0000989 | 4.46 |
| total | 0.000375 | 0.000261 | 0.000114 | 4.63 |
==> through the flow <==
| step | util | total power, W |
|---|---|---|
| 2_1_floorplan | - | 0.00007027 |
| 3_3_place_gp | 0.1602 | 0.0003298 |
| 3_5_place_dp | 0.1603 | 0.0003290 |
| 4_1_cts | 0.1612 | 0.0003790 |
| 5_1_grt | 0.1614 | 0.0003942 |
| 6_report | 0.1615 | 0.0003751 |
==> synth_stat cells (6+ instances only) <==
cell,n
or4_1,6
nand2b_1,68
nor4_1,136
nor3_1,15
nand4_1,84
clkbuf_1,48
nand3b_1,32
buf_2,12
nor2_1,10
or2_2,74
a21o_1,66
dfxtp_1,16
xnor2_1,6
==> layout make-up <==
type                            count  area [µm²]  area share
Antenna cell                       10       25.02    0.001887
Tap cell                         1070        1339      0.1009
Inverter                            4       15.01    0.001132
Clock buffer                        3       75.07    0.005660
Timing Repair Buffer              789        7843      0.5913
Multi-Input combinational cell    548        3647      0.2750
Sequential cell                    16       320.3     0.02415
==> per-layer routing <==
metal  part of all wire  vias up  GRT usage
met5                  0        -          0
met4              0.025        0    0.03083
met3               0.11       86    0.05422
met2               0.47      704     0.2460
met1               0.40     4221     0.1813
li1                   -     3952          -
==> critical path, stage by stage <==
cell and delay (ns):
clkdlybuf4s50_1 0.62, nor4_1 0.52, nand4_1 0.13, nor4_1 0.28
nand4_1 0.54, or4b_4 0.93, buf_4 0.36, buf_4 0.41
a21o_1 0.29, clkdlybuf4s50_1 0.52
Power figures rest on the tool's default switching activity, not on a simulated workload.
